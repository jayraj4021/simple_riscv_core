## constraint.sdc

```tcl
current_design top

set clk_period 182.9
set clk_io_pct 0.2

create_clock -name clk0 -period $clk_period [get_ports {clk}]

set non_clock_inputs [all_inputs -no_clocks]
set_input_delay [expr $clk_period * $clk_io_pct] -clock clk0 $non_clock_inputs
set_output_delay [expr $clk_period * $clk_io_pct] -clock clk0 [all_outputs]
```

## design.v

```verilog
module alu(input [1:0] ALUop, input [6:0] instOpcode, input [31:0] A , input [31:0] B, output reg [31:0] Z, output reg isZero);
always@(*) begin
    case(ALUop)
        2'b00: begin 
            Z = A + B ;
        end
        2'b01: begin
            Z = A - B ;
        end
        2'b10: begin
            if (instOpcode == 7'h33) begin
                Z = A + B; 
            end else begin
                Z = A - B;
            end
        end
        2'b11: Z = A + B ;
    endcase
end
always @(*) begin
    if (Z == 32'b0) begin
        isZero <= 1'b1;
    end else begin
        isZero <= 1'b0;
    end
end
endmodule
module rf(input clk, input regWriteEnable,
                     input [4:0] readReg1,
                     input [4:0] readReg2, 
                     input [4:0] writeReg, input [31:0] writeData, 
                    output reg [31:0] readData1, output reg [31:0] readData2);
    reg [31:0] registersOfRegFile [31:0];
    initial begin
        registersOfRegFile[0] <= 32'b0; 
    end
    genvar i;
    generate 
        for (i=0; i<32; i=i+1) begin: reg_write
            always@(posedge clk) begin
                if (regWriteEnable == 1'b1 && (writeReg == i) && (writeReg != 5'b0)) begin
                    registersOfRegFile[i] <= writeData ;
                end 
            end
        end
    endgenerate
    always @(posedge clk) begin
        readData1 = registersOfRegFile[readReg1];
        readData2 = registersOfRegFile[readReg2];
    end
endmodule
module immGen( input [31:0] instr, output reg [31:0] imm);
always@(*) begin
    if (instr[6:0] == 7'h03 && instr[14:12] == 3'b010) begin
        imm = {20'h00000,instr[31:20]};
    end else if (instr[6:0] == 7'h63 && instr[14:12] == 3'b000) begin
        if (instr[31] == 1'b1) begin
            imm = {20'hFFFFF,instr[31],instr[7],instr[30:25],instr[11:8],1'b0};
        end else begin
            imm = {20'h00000,instr[31],instr[7],instr[30:25],instr[11:8],1'b0};
        end
    end 
    else begin
        imm = 32'h0;
    end
end
endmodule
module control(  input clk, input rst, input [6:0] instOpcode, 
                output reg IorDSelector, output reg ce, output reg oce, output reg wre, output reg pcWriteEnable, output reg pcWriteCond, output reg pcSource, output reg memtoRegSelect, output reg irWriteEnable, 
                        output reg regWriteEnable, output reg aluSrcASelect, output reg [1:0] aluSrcBSelect, output reg [1:0] aluOp );
    reg [11:0] currentState;
    reg [11:0] nextState;
    localparam
        idle =                  12'b000000000001,
        instFetch =             12'b000000000010,
        instDecodeRegFetch =    12'b000000000100,
        memoryAddrCompute =     12'b000000001000,
        memoryReadAccess =      12'b000000010000,
        memoryReadComplete =    12'b000000100000,
        mdrToRegFile =          12'b000001000000,
        memoryWriteAccess =     12'b000010000000,
        rTypeExecute =          12'b000100000000,
        rTypeComplete =         12'b001000000000,
        branchComplete =        12'b010000000000,
        branchMemDataGen =      12'b100000000000;  
    always@(posedge clk or posedge rst) begin
        if(rst) begin
            currentState <= idle;
        end else begin
            currentState <= nextState;
        end
    end
    always@(*) begin
        nextState = currentState;
        IorDSelector = 1'b0;
        ce = 1'b0;   
        oce = 1'b0;  
        wre = 1'b0;  
        pcWriteEnable = 1'b0;
        pcWriteCond = 1'b0;
        pcSource = 1'b0;
        memtoRegSelect = 1'b0;
        irWriteEnable = 1'b0;
        regWriteEnable = 1'b0;
        aluSrcASelect = 1'b0;
        aluSrcBSelect = 2'b00;
        aluOp = 2'b00;
        case(currentState)
            idle: begin
                nextState = instFetch;
            end
            instFetch: begin
                nextState = instDecodeRegFetch;
                IorDSelector = 1'b0;
                ce = 1'b1;
                oce = 1'b1;
                wre = 1'b0;
                pcWriteEnable = 1'b1;
                pcWriteCond = 1'b0;
                pcSource = 1'b0;
                memtoRegSelect = 1'b0;
                irWriteEnable = 1'b1;
                regWriteEnable = 1'b0;
                aluSrcASelect = 1'b0;
                aluSrcBSelect = 2'b01;
                aluOp = 2'b00;
            end
            instDecodeRegFetch: begin
                if(instOpcode == 7'h03) begin
                    nextState = memoryAddrCompute;
                end 
                else if (instOpcode == 7'h63) begin
                    nextState = branchComplete;
                end 
                else begin
                    nextState = rTypeExecute;
                end
                ce = 1'b0;
                oce = 1'b0;
                aluSrcASelect = 1'b0;
                aluSrcBSelect = 2'b10;
                aluOp = 2'b00;
            end
            memoryAddrCompute: begin
                if(instOpcode == 7'h03) begin
                    nextState = memoryReadAccess;
                end else begin
                    nextState = memoryWriteAccess;
                end
                aluSrcASelect = 1'b1;
                aluSrcBSelect = 2'b10;
                aluOp = 2'b00;
            end
            memoryReadAccess: begin
                nextState = memoryReadComplete;
                ce = 1'b1;
                oce = 1'b1;
                IorDSelector = 1'b1;
                aluSrcASelect = 1'b1;
                aluSrcBSelect = 2'b10;
                aluOp = 2'b00;
            end
            memoryReadComplete: begin
                nextState = mdrToRegFile;
                ce = 1'b0;
                oce = 1'b0;
                IorDSelector = 1'b0;
                memtoRegSelect = 1'b1;
                regWriteEnable = 1'b1;
            end
            mdrToRegFile: begin
                nextState = instFetch;
                ce = 1'b0;
                oce = 1'b0;
                IorDSelector = 1'b0;
                memtoRegSelect = 1'b1;
                regWriteEnable = 1'b1;
            end
            memoryWriteAccess: begin
                nextState = instFetch;
                ce = 1'b1;
                oce = 1'b1;
                wre = 1'b1;
                IorDSelector = 1'b1;
            end
            rTypeExecute: begin
                nextState = rTypeComplete;
                aluSrcASelect = 1'b1;
                aluSrcBSelect = 2'b00;
                aluOp = 2'b10;
            end
            rTypeComplete: begin
                nextState = instFetch;
                regWriteEnable = 1'b1;
                memtoRegSelect = 1'b0;
            end
            branchComplete: begin
                nextState = branchMemDataGen;
                aluSrcASelect = 1'b1;
                aluSrcBSelect = 2'b00;
                aluOp = 2'b01;
                pcWriteCond = 1'b1;
                pcSource = 1'b1;
            end
            branchMemDataGen: begin
                nextState = instFetch;
            end
            default: begin
                nextState = idle;
                IorDSelector = 1'b0;
                ce = 1'b0;  
                oce = 1'b0; 
                wre = 1'b0; 
                pcWriteEnable = 1'b0;
                pcWriteCond = 1'b0;
                pcSource = 1'b0;
                memtoRegSelect = 1'b0;
                irWriteEnable = 1'b0;
                regWriteEnable = 1'b0;
                aluSrcASelect = 1'b0;
                aluSrcBSelect = 2'b00;
                aluOp = 2'b00;
            end
        endcase
    end
endmodule
module basicMemory(input clk, input rst, input ce, input wre, input [7:0] ad, input [31:0] din, output reg [31:0] dout);
    reg [31:0] memStoreArray [255:0];
    initial begin
        memStoreArray[0] = 32'h02802483;   
        memStoreArray[4] = 32'h02C02503;   
        memStoreArray[8] = 32'h00A485B3;   
        memStoreArray[12] = 32'hFE000EE3;  
        memStoreArray[40] = 32'h00000006;
        memStoreArray[44] = 32'h00000005;
    end
    always@(posedge clk) begin
        if(wre) begin
            memStoreArray[ad] <= din;
        end else begin
           dout <= memStoreArray[ad]; 
        end
    end
endmodule
module mux2 (input [31:0] in0, in1, input select, output reg [31:0] out);
    always @(*) begin
        case(select)
            1'b0: out = in0;
            1'b1: out = in1;
        endcase
    end
endmodule
module mux3 (input [31:0] in0, in1, in2, input [1:0] select, output reg [31:0] out);
    always @(*) begin
        case(select)
            2'b00: out = in0;
            2'b01: out = in1;
            2'b10: out = in2;
            default: out = in1;
        endcase
    end
endmodule
module regWithEnable (input clk, input rst ,input enable, input [31:0] regIn, output reg [31:0] regOut);
    always@(posedge clk) begin
        if(rst == 1'b1) begin
            regOut <= 32'h0000;
        end
        else begin
            if(enable == 1'b1) begin
                regOut <= regIn;
            end
        end
    end
endmodule
module regWithoutEnable (input clk, input rst, input [31:0] regIn, output reg [31:0] regOut);
    always@(posedge clk) begin
        if(rst == 1'b1) begin
            regOut <= 32'h0000;
        end
        else begin
            regOut <= regIn;
        end
    end
endmodule
module top( input clk, nrst, output [5:0] fDataOut);
    wire rst = !nrst;
    wire [31:0] addrOutPcNet, pcSourceMuxOutNet;
    wire [31:0] aluOutNet, aluRegOutNet;
    wire [31:0] memoryDataOutNet;
    wire [31:0] irOutNet;
    wire [31:0] mdrOutNet;
    wire [31:0] rfWriteDataMuxOutNet;
    wire [31:0] readData1Net;
    wire [31:0] readData2Net;
    wire [31:0] arOutNet;
    wire [31:0] brOutNet;
    wire [31:0] aluAmuxOutNet;
    wire [31:0] aluBmuxOutNet;
    wire [31:0] immGenOutNet;
    wire [31:0] IorDmuxOutNet;
    wire IorDSelectorNet, ceNet, oceNet, wreNet, pcWriteEnableNet, pcWriteCondNet, pcSourceNet, memtoRegSelectNet, irWriteEnableNet, regWriteEnableNet, aluSrcASelectNet;
    wire [1:0] aluSrcBSelectNet;
    wire [1:0] aluOpNet;
    wire aluIsZeroNet;
    reg isZeroAndPcWriteCond, finalPcEnableNet;
    always @(*) begin
        isZeroAndPcWriteCond <= pcWriteCondNet && aluIsZeroNet ;
        finalPcEnableNet <= isZeroAndPcWriteCond || pcWriteEnableNet ;
    end
    regWithEnable u_pc(.clk(clk), .rst(rst), .enable(finalPcEnableNet), .regIn(pcSourceMuxOutNet), .regOut(addrOutPcNet));
    mux2 u_pcSourceMux(.in0(aluOutNet), .in1(aluRegOutNet), .select(pcSourceNet), .out(pcSourceMuxOutNet));
    mux2 u_IorDmux(.in0(addrOutPcNet), .in1(aluRegOutNet), .select(IorDSelectorNet), .out(IorDmuxOutNet));
    basicMemory u_basicMemory(.clk(clk), .rst(rst), .ce(ceNet), .wre(wreNet), .ad(IorDmuxOutNet[7:0]), .din(brOutNet), .dout(memoryDataOutNet));
    regWithEnable u_ir(.clk(clk), .rst(rst), .enable(irWriteEnableNet), .regIn(memoryDataOutNet), .regOut(irOutNet));
    regWithoutEnable u_mdr(.clk(clk), .rst(rst), .regIn(memoryDataOutNet), .regOut(mdrOutNet));
    mux2 u_rfWriteDataMux(.in0(aluRegOutNet), .in1(mdrOutNet), .select(memtoRegSelectNet), .out(rfWriteDataMuxOutNet));
    rf u_rf(.clk(clk), .regWriteEnable(regWriteEnableNet), .readReg1(irOutNet[19:15]), .readReg2(irOutNet[24:20]), .writeReg(irOutNet[11:7]), .readData1(readData1Net), .readData2(readData2Net),.writeData(rfWriteDataMuxOutNet));
    regWithoutEnable u_ar(.clk(clk), .rst(rst), .regIn(readData1Net), .regOut(arOutNet));
    mux2 u_aluAmux(.in0(addrOutPcNet), .in1(arOutNet), .select(aluSrcASelectNet), .out(aluAmuxOutNet));
    regWithoutEnable u_br(.clk(clk), .rst(rst), .regIn(readData2Net), .regOut(brOutNet));
    mux3 u_aluBmux(.in0(brOutNet),.in1(32'h00000004),.in2(immGenOutNet),.select(aluSrcBSelectNet),.out(aluBmuxOutNet));
    immGen u_immGen(.instr(irOutNet),.imm(immGenOutNet));
    alu u_alu(.ALUop(aluOpNet), .instOpcode(irOutNet[6:0]), .A(aluAmuxOutNet), .B(aluBmuxOutNet), .Z(aluOutNet), .isZero(aluIsZeroNet));
    regWithoutEnable u_alur(.clk(clk),  .rst(rst), .regIn(aluOutNet), .regOut(aluRegOutNet));
    control u_control(.clk(clk), .rst(rst), .instOpcode(irOutNet[6:0]), .IorDSelector(IorDSelectorNet), .ce(ceNet), .oce(oceNet), .wre(wreNet), .pcWriteEnable(pcWriteEnableNet),
                .pcWriteCond(pcWriteCondNet), .pcSource(pcSourceNet), .memtoRegSelect(memtoRegSelectNet), .irWriteEnable(irWriteEnableNet), .regWriteEnable(regWriteEnableNet),
                .aluSrcASelect(aluSrcASelectNet), .aluSrcBSelect(aluSrcBSelectNet), .aluOp(aluOpNet));
    assign fDataOut = aluRegOutNet[5:0];
endmodule
```

## run.sh

```bash
#!/bin/bash
# OpenROAD 26Q1-2900-gdf79404cd8, Yosys 0.63+post, stock flow scripts
make -C /OpenROAD-flow-scripts/flow DESIGN_CONFIG=/design/flow/config.mk WORK_HOME=/design/flow/orfs finish
```

## config.mk

```make
export PLATFORM = sky130hd
export DESIGN_NAME = top
export DESIGN_NICKNAME = top
export VERILOG_FILES = /design/flow/design.v
export SDC_FILE = /design/flow/constraint.sdc
export NUM_CORES = 4
export LEC_CHECK = 1
export CORE_UTILIZATION = 40
export SYNTH_MEMORY_MAX_BITS = 65536
```

==> impl_metrics.csv <==
group,metric,value,unit
floorplan,dieWidth,943.9,um
grt,grt_overflow,0,
place,placed_area,0.3770,sq mm
cts,cts_made_buffers,900,
setup_path,crit_buf_inv,1,
cts,cts_buffer_depth,4,
floorplan,dieHeight,943.9,um
finish,ff_latch_area,0.2833,sq mm
setup_path,worstReg2RegEnd,"u_basicMemory.dout[16]",
setup_path,crit_family,"buffers and inverters",
place,hpwl,676.8,mm
setup_path,crit_fanout,8,
setup_path,cp-end-kind,"output port",
power_and_ir_drop,cell_internal_pwr,0.003934,W
logic_synthesis,synthTopCellsByCount,"edfxtp_1 (9248), a22oi_1 (2388), a221oi_1 (1351)",
setup_path,cp_slowest_stage_delay,0.72,ns
final_timing,rsz0062_at_grt,"no",
power_and_ir_drop,combPwrFrac,22.8,%
logic_synthesis,yosysChipArea,0.3548,sq mm
cts,clock-sinks,9516,
routing,drt_iter0_markers,18890,
worst_hold_path,hold_class,"reg -> reg",
setup_path,cp_slowest_cell,"clkdlybuf4s50_1",
routing,ant_nets,0,
grt,grt_pass1_vias,221800,
power_and_ir_drop,p_switching,0.001892,W
setup_path,required,146.32,ns
setup_path,path_depth,1,
cts,cts_hold_buf,0,
final_timing,hold_viol,0,
logic_synthesis,yosysUniqueCellTypes,86,
grt,grt_pass1_wl,1676,mm
place,port_buffers,7,
setup_path,critPathLaunchType,"flop",
setup_path,reg2reg_depth,19,
final_timing,drv_slew,0,
setup_path,path_class,"reg -> out",
routing,via_per_inst,6.352,
logic_synthesis,synthArstFlopShare,0.1261,%
power_and_ir_drop,p_sw_share,32.47,%
finish,comb_area,0.06929,sq mm
floorplan,chipArea,0.8909,sq mm
logic_synthesis,top_cells_by_area,"edfxtp_1 (78%), a22oi_1 (5.1%), a221oi_1 (3.3%), a22o_1 (3.3%), a21oi_1 (1.7%)",
routing,drt_pass1_iterations,9,
logic_synthesis,synth-main-ff-cell,"edfxtp_1",
logic_synthesis,yosysWarnings,11,
power_and_ir_drop,p_clk_share,31.6,%
finish,final_layout_size_suffix_gt1_share,14.27,%
cts,clockRootBuffer,"clkbuf_16",
setup_path,r2r_slack,173.43,ns
logic_synthesis,top_area_share,78.26,%
floorplan,pin_count,8,
power_and_ir_drop,ir_drop,0.01351,mV
grt,antenna_found_initial,88,
setup_path,critPathArrivalTime,2.43,ns
logic_synthesis,syn_inst,20370,
grt,grt_start_max_net_pins,109,
logic_synthesis,ys_seq_share,79.79,%
logic_synthesis,yosys_cells,20370,
cts,htreeDepth,6,
outcome,outcome,"completed",
routing,wire_per_inst,35.90,um
finish,syn_to_final_growth,14.49,%
place,place_congestion,1.010,
logic_synthesis,avgSynthCellArea,17.42,sq um
floorplan,fp-utilization,40.18,%
cts,cts_tree,"yes",
final_timing,min_period,39.01,ns
final_timing,achievable-frequency,0.02563,GHz
setup_path,critPathLaunch,"u_alur.regOut[1]",
power_and_ir_drop,seqPwrFrac,45.6,%
job,cap_violations,0,
power_and_ir_drop,powerDensity,14.34,mW/mm^2
logic_synthesis,synth_area,0.3548,sq mm
routing,route.vias.total,213800,
logic_synthesis,most_common_cell,"edfxtp_1",
final_timing,period_used_share,21.33,%
setup_path,r2r-start,"u_control.currentState[5]",
grt,grt_usage,29.24,%
routing,wl,1208,mm
floorplan,std_cell_rows,345,
setup_path,setup.worst_path.end,"fDataOut[1]",
cts,clk_pin_slew_worst_paths,0.06,ns
job,tool_warnings,67,
power_and_ir_drop,p_leak,126.5,nW
logic_synthesis,ys_ff,9516,
final_timing,worstMarginPinSlew,1.344,ns
cts,cts_resized,0,
floorplan,fp.coreArea,0.8832,sq mm
logic_synthesis,edf_count,9248,
final_timing,tns,0,ns
cts,cts_setup_buffers,0,
cts,insertion_delay,1.27,ns
logic_synthesis,yosysTopAreaCell,"edfxtp_1",
finish,stdcell_area,0.4063,sq mm
setup_path,cp_cell_sequence,"clkdlybuf4s50_1",
routing,route.detailed.drc,0,
final_timing,relSlewSlack,9.589,%
finish,fillers,72960,
final_timing,fin_worst_skew,0.1332,ns
final_timing,final-setup-viol-count,0,
==> final cells by class <==
class / count / share of cell area, %
inverter: 75 / 0.06930
multi-input combinational: 9269 / 17.05
antenna: 102 / 0.06283
sequential: 9516 / 69.72
timing repair buffer: 1218 / 2.320
clock buffer: 1106 / 5.795
clock inverter: 571 / 1.342
tap: 11800 / 3.634
==> worst min-delay path by stage <==
stage	start	slack (ns)	cells after the start	end
finish	u_rf.readData2[21]	0.40	1	u_br.regOut[21]
global route	u_rf.readData2[21]	0.43	1	u_br.regOut[21]
CTS	u_rf.readData2[21]	0.41	1	u_br.regOut[21]
==> power groups by stage <==
stage	logic [W]	clock network [W]	registers, W
4_1_cts	0.00128	0.00185	0.00266
5_1_grt	0.00137	0.00194	0.00266
6_report	0.00133	0.00184	0.00266
==> placed cells by master (no fill, tap or decap), types with 137 or more instances in the layout <==
cell type / n
edfxtp_1: 9248
a22oi_1: 2388
a221oi_1: 1351
a22o_1: 1341
a21oi_1: 1194
buf_4: 1190
clkbuf_16: 905
o22ai_1: 635
nor2_4: 350
o21ai_0: 302
dfxtp_1: 224
clkinv_1: 219
nor4_1: 209
clkbuf_1: 187
nand4_1: 184
clkinv_2: 182
nand2_1: 151
nor2_1: 137
==> sequential cells by signal, summed over array words and instances, names as in the netlist <==
register	flops
u_ir.regOut	32
u_rf.readData1	32
u_br.regOut	32
u_ar.regOut	32
u_basicMemory.memStoreArray	8192
u_control.currentState	12
u_rf.registersOfRegFile	1024
u_pc.regOut	32
u_mdr.regOut	32
u_basicMemory.dout	32
u_alur.regOut	32
u_rf.readData2	32
==> layer usage <==
metal  GRT usage, %  vias up  part of all wire (%)
met3          26.15     3599                    20
met5          6.981        -                  0.62
met4          13.93      166                   6.5
met1          30.87   105000                    29
met2          39.68    17270                    43
li1               -    87750                     -
==> metrics by stage <==
step	util [%]	hold slack [ns]	instances	setup WS [ns]	total power [W]
after floorplan	-	0.3519	20400	145.43	0.003271
after global placement	42.69	0.4275	31880	144.60	0.003965
after detailed placement	42.69	0.4178	31880	144.59	0.003972
after CTS	45.97	0.4097	33550	143.85	0.005784
after global routing	45.99	0.4299	33610	143.84	0.005968
final	46.00	0.3982	33660	143.89	0.005826
==> cell families (layout without fill, tap and decap cells) <==
family	after synthesis	after routing	share of synthesized area [%]
AND/OR/NAND/NOR	1540	1540	2.205
XOR/XNOR	8	8	0.01974
buffers and inverters	1617	2970	1.733
AND-OR/OR-AND	7468	7468	15.55
flip-flops	9516	9516	79.79
other	1	135	0.001057
adder cells (fa/ha/maj)	67	67	0.2405
multiplexers	153	153	0.4584
No activity file was given, so power comes from the tool's default toggle rates.
